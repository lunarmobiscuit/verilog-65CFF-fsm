## flow/run.sh

```bash
#!/bin/bash
# OpenROAD 26Q1-2900-gdf79404cd8, Yosys 0.63+post, stock flow scripts
make -C /OpenROAD-flow-scripts/flow DESIGN_CONFIG=/design/flow/config.mk WORK_HOME=/design/flow/orfs finish
```

## flow/config.mk

```make
export PLATFORM = sky130hd
export DESIGN_NAME = disas
export DESIGN_NICKNAME = disas
export VERILOG_FILES = /design/flow/design.v
export SDC_FILE = /design/flow/constraint.sdc
export NUM_CORES = 4
export LEC_CHECK = 1
export CORE_UTILIZATION = 50
```

## flow/constraint.sdc

```tcl
current_design disas

set clk_period 5.7
set clk_io_pct 0.2

create_clock -name clk0 -period $clk_period

set non_clock_inputs [all_inputs -no_clocks]
set_input_delay [expr $clk_period * $clk_io_pct] -clock clk0 $non_clock_inputs
set_output_delay [expr $clk_period * $clk_io_pct] -clock clk0 [all_outputs]
```

## flow/design.v

```verilog
module disas(
    input [7:0] opcode,
    output reg [23:0] mnemonic );
always @*
    casez( opcode )
            8'b0000_0000: mnemonic = "BRK";
            8'b0000_1000: mnemonic = "PHP";
            8'b0001_0010: mnemonic = "ORA";
            8'b0011_0010: mnemonic = "AND";
            8'b0101_0010: mnemonic = "EOR";
            8'b0111_0010: mnemonic = "ADC";
            8'b1001_0010: mnemonic = "STA";
            8'b1011_0010: mnemonic = "LDA";
            8'b1101_0010: mnemonic = "CMP";
            8'b1111_0010: mnemonic = "SBC";
            8'b011?_0100: mnemonic = "STZ";
            8'b1001_11?0: mnemonic = "STZ";
            8'b0101_1010: mnemonic = "PHY";
            8'b1101_1010: mnemonic = "PHX";
            8'b0111_1010: mnemonic = "PLY";
            8'b1111_1010: mnemonic = "PLX";
            8'b000?_??01: mnemonic = "ORA";
            8'b0001_0000: mnemonic = "BPL";
            8'b0001_1010: mnemonic = "INA";
            8'b000?_??10: mnemonic = "ASL";
            8'b0001_1000: mnemonic = "CLC";
            8'b0010_0000: mnemonic = "JSR";
            8'b0010_1000: mnemonic = "PLP";
            8'b001?_?100: mnemonic = "BIT";
            8'b1000_1001: mnemonic = "BIT";
            8'b001?_??01: mnemonic = "AND";
            8'b0011_0000: mnemonic = "BMI";
            8'b0011_1010: mnemonic = "DEA";
            8'b001?_??10: mnemonic = "ROL";
            8'b0011_1000: mnemonic = "SEC";
            8'b0100_0000: mnemonic = "RTI";
            8'b0100_1000: mnemonic = "PHA";
            8'b010?_??01: mnemonic = "EOR";
            8'b0101_0000: mnemonic = "BVC";
            8'b010?_??10: mnemonic = "LSR";
            8'b0101_1000: mnemonic = "CLI";
            8'b01??_1100: mnemonic = "JMP";
            8'b0110_0000: mnemonic = "RTS";
            8'b0110_1000: mnemonic = "PLA";
            8'b011?_??01: mnemonic = "ADC";
            8'b0111_0000: mnemonic = "BVS";
            8'b011?_??10: mnemonic = "ROR";
            8'b0111_1000: mnemonic = "SEI";
            8'b1000_0000: mnemonic = "BRA";
            8'b1000_1000: mnemonic = "DEY";
            8'b1000_?100: mnemonic = "STY";
            8'b1001_0100: mnemonic = "STY";
            8'b1000_1010: mnemonic = "TXA";
            8'b1001_0010: mnemonic = "STA";
            8'b100?_??01: mnemonic = "STA";
            8'b1001_0000: mnemonic = "BCC";
            8'b1001_1000: mnemonic = "TYA";
            8'b1001_1010: mnemonic = "TXS";
            8'b100?_?110: mnemonic = "STX";
            8'b1010_0000: mnemonic = "LDY";
            8'b1010_1000: mnemonic = "TAY";
            8'b1010_1010: mnemonic = "TAX";
            8'b101?_??01: mnemonic = "LDA";
            8'b1011_0000: mnemonic = "BCS";
            8'b101?_?100: mnemonic = "LDY";
            8'b1011_1000: mnemonic = "CLV";
            8'b1011_1010: mnemonic = "TSX";
            8'b101?_?110: mnemonic = "LDX";
            8'b1010_0010: mnemonic = "LDX";
            8'b1100_0000: mnemonic = "CPY";
            8'b1100_1000: mnemonic = "INY";
            8'b1100_?100: mnemonic = "CPY";
            8'b1100_1010: mnemonic = "DEX";
            8'b110?_??01: mnemonic = "CMP";
            8'b1101_0000: mnemonic = "BNE";
            8'b1101_1000: mnemonic = "CLD";
            8'b110?_?110: mnemonic = "DEC";
            8'b1110_0000: mnemonic = "CPX";
            8'b1110_1000: mnemonic = "INX";
            8'b1110_?100: mnemonic = "CPX";
            8'b1110_1010: mnemonic = "NOP";
            8'b111?_??01: mnemonic = "SBC";
            8'b1111_0000: mnemonic = "BEQ";
            8'b1111_1000: mnemonic = "SED";
            8'b111?_?110: mnemonic = "INC";
            8'b1101_1011: mnemonic = "STP";
            8'b0000_?100: mnemonic = "TSB";
            8'b0001_?100: mnemonic = "TRB";
            default:      mnemonic = "___";
    endcase
endmodule
```

==> notes.md <==
Implementation results

The startpoint identified for the worst hold timing path is opcode[7]. Per the run report, area growth between synthesis and finish was 19.5%. Setup repair after global routing left no endpoint under its margin.

Input and output buffers added on the ports amount to 23. Measured against its own limit, the worst slew margin works out to 54.4%. The gate count after technology mapping is 403. The iteration count of the initial detailed-routing pass is 6.

Looking at the hold checks, the worst path lands on mnemonic[17]. The global router's overall resource usage is 42.6%. The mapped netlist covers 2480 µm². The total overflow reported by the global router is 0.

The starting utilization of the core area is 52.2%. The number of antenna cells inserted is 0. The final-layout setup total negative slack is 0 ns. The layout has 0 clock buffers.

The number of buffers and inverters on the critical path is 4. The routed layout has 3,595 vias. The initial antenna violation count is 0. The critical path arrival is 4.46 ns. The horizontal die size is 72.5 µm. The final weighted congestion in routability-driven placement is 1.20. In the Yosys stats the netlist draws on 69 distinct library cells. Looking at the post-CTS report, the setup buffer insertion count equals 0. The area of the core is 4750 µm². The number of primary I/O pins is 32. In this run the mean area of a mapped cell was 6.16 µm². Per the timing report, the biggest fanout along the worst path comes to 15.

The worst voltage drop across the vdd grid is 0.0478 mV. The type of the tightest min-delay check is primary input to primary output. In the placement report, post-DP HPWL is listed as 8300 µm.

The largest individual stage delay along the critical path comes from the cell sky130_fd_sc_hd__clkdlybuf4s50_1. The origin of the worst setup path is opcode[1]. For this run, the slowest stage of the critical path takes 0.60 ns. The number of global-route vias before repair came to 3,092.

In this build the clock could be raised as far as 179 MHz. Nets still carrying antenna violations after routing amount to 0. The max-cap check violation count is 0. The final tally of hold violations is 0. Entering global routing, the biggest net connects 30 pins. Cells with a size suffix above 1 make up 15.9% of the layout. Per the OpenROAD power report, leakage power amounts to 1.14 nW.

For this run, the number of Yosys warnings is 1. The instance area after placement is 2950 µm². In the final layout, flip-flops and latches occupy 0 µm². The number of cell instances after yosys synthesis is 403. The measured slew at the worst slew-check pin is 0.674 ns. STA classifies the critical path startpoint as a primary input. The flow ran to the end, and the final reports show no timing, DRC or antenna violations. From the final report, the count of setup violators was given as 0. The share of the clock period used by the worst path after layout is 98.2%.

The vertical die size is 72.5 µm. The number of pins with negative max-slew slack in the final report is 0. The signal on the critical path passes through clkdlybuf4s50_1, buf_4, nor4bb_1, buf_4, a311oi_1, nor4bb_1, and3_4, nor4_1, o311ai_1, clkdlybuf4s50_1.

The first global-routing pass estimated 16,900 µm of wire. The OpenROAD warning count is 32. The portion of the post-synthesis area used by sequential elements is 0%. According to the cell report, flip-flops and latches in the layout number 0. The die covers 5250 µm².

The kind of cell with the highest combined delay along the critical path is buffers and inverters. According to the timing report, the data required time at the worst endpoint equals 4.56 ns. The final layout contains routed wiring with a total length of 11,000 µm. The finished cells cover 2970 µm². Counting buffers and inverters, the worst setup path is 10 cells deep.

The script logs the mean routed wire length per placed instance as 21.9 µm. The post-synth area from yosys stat is 2480 µm². Counting instances, the worst hold path has a depth of 5. Subtracting the final worst setup slack from the clock period gives 5.60 ns. The type of the worst setup path is primary input to primary output.

The endpoint type of the worst setup path is a primary output. The ratio of routed vias to standard cells is 7.19. The power per cell area is 87.5 nW/µm². The DRC marker count from the first detailed-route iteration is 545. The number of design rule violations left after detail routing is 0.

Row generation in the floorplan step produced 25 rows.
cells in the mapped netlist, drive strengths merged, types with 6 or more instances:
cell type   n  area (µm²)
a31oi       8        50.1
o31ai       6        45.0
nand3      16        80.1
nor4       12        90.1
nand4       9        56.3
a21oi      30         150
nor3       12        60.1
nand2b     12        75.1
or4         7        60.1
nor2       39         146
nor2b       8        50.1
buf        36         228
o21ai      23         115
nand2      47         176
clkbuf     17        63.8
through the flow:
step | total power [W] | worst slack, ns | util (%) | std cells | hold WS (ns)
finish | 0.000260 | 0.102 | 62.4 | 500 | 3.38
global route | 0.000275 | 0.0431 | 62.4 | 500 | 3.43
CTS | 0.000248 | 0.140 | 62.1 | 500 | 3.35
detailed placement | 0.000247 | -0.0245 | 62.0 | 500 | 3.34
global placement | 0.000249 | 0.0285 | 62.0 | 500 | 3.34
floorplan | 0.000148 | 1.35 | - | 410 | 2.43
cell type report:
type	count	area, µm²
inverter	5	18.8
fill	462	1790
tap	67	83.8
multi-input combinational	352	2220
timing repair buffer	76	648
repair_timing:
action / 4_1_cts / 5_1_grt
pin swaps: 0 / 0
setup endpoints to repair: 2 / 4
resized: 1 / 2
hold buffers: 0 / 0
layer usage:
metal / wire (µm) / global-route usage (%) / up-vias
li1: - / - / 1586
met1: 4260 / 61.1 / 1583
met2: 4580 / 64.3 / 344
met3: 1440 / 5.63 / 82
met4: 692 / 18.1 / 0
met5: 0 / 0 / -
where the power goes:
part           total [W]  leakage (nW)  switching (W)  internal (W)
combinational   0.000260          1.14       0.000134      0.000125
sequential             0             0              0             0
clock                  0             0              0             0
total           0.000260          1.14       0.000134      0.000125
worst max path at each step:
stage,endpoint,slack (ns)
after global routing,mnemonic[2],0.04
final,mnemonic[20],0.10
after CTS,mnemonic[20],0.14
logic make-up (layout without fill, tap and decap cells):
group,count (synthesis),count (layout),synth area share [%]
AND/OR/NAND/NOR,211,211,49.2
AND-OR/OR-AND,122,122,34.1
buffers and inverters,58,81,12.5
XOR/XNOR,6,6,2.12
multiplexers,4,4,1.71
other,2,9,0.303
layout by cell type, fill, tap and decap left out, types with 3 or more instances in the layout:
| master | Yosys | layout |
|---|---|---|
| sky130_fd_sc_hd__o21ai_1 | 3 | 3 |
| sky130_fd_sc_hd__o31ai_1 | 6 | 6 |
| sky130_fd_sc_hd__or3_1 | 4 | 4 |
| sky130_fd_sc_hd__a32oi_1 | 3 | 3 |
| sky130_fd_sc_hd__nor4_1 | 11 | 11 |
| sky130_fd_sc_hd__conb_1 | 2 | 9 |
| sky130_fd_sc_hd__nor3_1 | 12 | 12 |
| sky130_fd_sc_hd__a211oi_1 | 4 | 4 |
| sky130_fd_sc_hd__nand4b_1 | 4 | 4 |
| sky130_fd_sc_hd__nand4_1 | 9 | 9 |
| sky130_fd_sc_hd__and2_1 | 5 | 5 |
| sky130_fd_sc_hd__o41ai_2 | 3 | 3 |
| sky130_fd_sc_hd__o2111ai_1 | 5 | 5 |
| sky130_fd_sc_hd__or4_1 | 5 | 5 |
| sky130_fd_sc_hd__o32ai_1 | 4 | 4 |
| sky130_fd_sc_hd__o211ai_1 | 5 | 5 |
| sky130_fd_sc_hd__nand2b_1 | 12 | 12 |
| sky130_fd_sc_hd__and4b_1 | 5 | 5 |
| sky130_fd_sc_hd__nand3_1 | 16 | 16 |
| sky130_fd_sc_hd__o22ai_1 | 5 | 5 |
| sky130_fd_sc_hd__o311ai_1 | 4 | 4 |
| sky130_fd_sc_hd__inv_1 | 5 | 5 |
| sky130_fd_sc_hd__xor2_1 | 3 | 3 |
| sky130_fd_sc_hd__clkdlybuf4s50_1 | 0 | 22 |
| sky130_fd_sc_hd__nand4bb_1 | 3 | 3 |
| sky130_fd_sc_hd__xnor2_1 | 3 | 3 |
| sky130_fd_sc_hd__a21boi_0 | 3 | 3 |
| sky130_fd_sc_hd__a31oi_1 | 8 | 8 |
| sky130_fd_sc_hd__buf_4 | 11 | 51 |
| sky130_fd_sc_hd__a21oi_1 | 30 | 30 |
| sky130_fd_sc_hd__nor3b_1 | 3 | 3 |
| sky130_fd_sc_hd__nand2_1 | 47 | 47 |
| sky130_fd_sc_hd__a22oi_1 | 3 | 3 |
| sky130_fd_sc_hd__nor2_1 | 39 | 39 |
| sky130_fd_sc_hd__nor2b_1 | 8 | 8 |
| sky130_fd_sc_hd__o21ai_0 | 20 | 20 |
| sky130_fd_sc_hd__and3b_1 | 3 | 3 |
| sky130_fd_sc_hd__nor4bb_1 | 5 | 5 |
No activity file was given, so power comes from the tool's default toggle rates.
